===== /design/flow/run.sh =====
#!/bin/bash
# OpenROAD 26Q1-2900-gdf79404cd8, Yosys 0.63+post, stock flow scripts
make -C /OpenROAD-flow-scripts/flow DESIGN_CONFIG=/design/flow/config.mk WORK_HOME=/design/flow/orfs finish

===== /design/flow/config.mk =====
export PLATFORM = sky130hd
export DESIGN_NAME = display_muxer
export DESIGN_NICKNAME = display_muxer
export VERILOG_FILES = /design/flow/design.v
export SDC_FILE = /design/flow/constraint.sdc
export NUM_CORES = 4
export LEC_CHECK = 1
export CORE_AREA = 10 10 80 80
export DIE_AREA = 0 0 90 90

===== /design/flow/constraint.sdc =====
current_design display_muxer

set clk_period 2.6
set clk_io_pct 0.2

create_clock -name clk0 -period $clk_period [get_ports {clk}]

set non_clock_inputs [all_inputs -no_clocks]
set_input_delay [expr $clk_period * $clk_io_pct] -clock clk0 $non_clock_inputs
set_output_delay [expr $clk_period * $clk_io_pct] -clock clk0 [all_outputs]

===== /design/flow/design.v =====
module top(input logic [3:0] s1, s2,
            output logic [4:0] led,
            output logic anode1_en, anode2_en,
            output logic [6:0] seg);
		logic reset;
        logic clk;
        logic [3:0] sshow;  
        oscillator myOsc(clk);
        led_logic myLEDLogic(s1, s2, led);
        display_muxer #(16) myDisplayMuxer(clk, reset, s1, s2, anode1_en, anode2_en, sshow);
        seven_seg_disp mySevenSegDisp(sshow, seg);
endmodule
module led_logic(input logic [3:0] s1,
                 input logic [3:0] s2,
                 output logic [4:0] led);
        assign led = s1 + s2;
endmodule
module display_muxer #(parameter NUM_CYCLES_ON_EXP = 18)  
                    (input logic clk,
					 input logic reset,
                     input logic [3:0] s1,s2,
                     output logic anode1_en, anode2_en,
                     output logic [3:0] sshow);
    logic [NUM_CYCLES_ON_EXP-1:0] counter;
    always_ff @(posedge clk, posedge reset)
		if (reset) counter <= 0;
        	else counter <= counter + 1;
    assign anode1_en = counter[NUM_CYCLES_ON_EXP-1];
	assign anode2_en = ~anode1_en;
    mux displayMux(anode1_en, s1, s2, sshow);
endmodule
module mux #(parameter WIDTH = 4)
            (input logic select,
            input logic [WIDTH-1:0] s0, s1,
            output logic [WIDTH-1:0] out);
            always_comb
            case (select)
                1'b0: out = s0;
                1'b1: out = s1;
                default: out = 1'bx;
            endcase
endmodule
module oscillator(output logic clk);
	logic int_osc;
	HSOSC #(.CLKHF_DIV(2'b01)) 
         hf_osc (.CLKHFPU(1'b1), .CLKHFEN(1'b1), .CLKHF(int_osc));
    assign clk = int_osc;
endmodule
module seven_seg_disp(input logic[3:0] s,
					  output logic[6:0] seg);
	always_comb
	begin
		case(s[3:0])
			4'b0000: seg = 7'b0111111;
			4'b0001: seg = 7'b0000110;
			4'b0010: seg = 7'b1011011;
			4'b0011: seg = 7'b1001111;
			4'b0100: seg = 7'b1100110;
			4'b0101: seg = 7'b1101101;
			4'b0110: seg = 7'b1111101;
			4'b0111: seg = 7'b0000111;
			4'b1000: seg = 7'b1111111;
			4'b1001: seg = 7'b1100111;
			4'b1010: seg = 7'b1110111;
			4'b1011: seg = 7'b1111100;
			4'b1100: seg = 7'b1011000;
			4'b1101: seg = 7'b1011110;
			4'b1110: seg = 7'b1111001;
			4'b1111: seg = 7'b1110001;
			default: seg = 7'b0000000;
		endcase
		seg = ~seg;
	end 
endmodule
`timescale 1ns/1ns
`default_nettype none
module testbench();
	logic clk, reset;
	logic [3:0] s1, s2;
	logic anode1_en, anode1_en_expected;
	logic anode2_en, anode2_en_expected;
	logic [4:0] led, led_expected;
	logic [6:0] seg, seg_expected;
	logic [3:0] sshow;
	logic [31:0] vectornum, errors;
	logic [10:0] testvectors[10000:0];  
	oscillator myOsc(clk);
	display_muxer #(18) myDispMux (clk, reset, s1, s2, anode1_en, anode2_en, sshow);
 initial
   begin
     vectornum = 0; errors = 0;
     reset = 0; #12; reset = 1; #27; reset = 0;
     s1 = 4'b0001; s2 = 4'b0010; #10;
   end
endmodule

==> run summary <==
Notes from the flow run.

Timing:
- The run gives the final hold violation count as 0.
- The run puts the transition time at the pin with the least slew margin at 0.641 ns.
- Setup repair after global routing left no endpoint under its margin.
- The run gives the minimum period implied by the final worst setup slack as 2.11 ns.
- The run gives the final tally of setup violations as 0.
- The run puts the relative slew slack at 0.572.
- In the final report, the number of pins over their slew limit comes to 0.
- The run gives the worst clock skew as 0.00131 ns.
- The run puts the setup TNS after final layout at 0 ns.
- The run gives the highest clock rate as 0.473 GHz.
- Dividing the final minimum period by the clock period gives 0.813.

Critical path:
- The run gives the critical path required time as 2.08 ns.
- The run gives the critical path arrival as 1.59 ns.
- The run puts the largest fanout of any net on the critical path at 1.
- The worst setup path is captured at an output port.
- STA classifies the critical path startpoint as an input pin.
- The run gives the beginning of the critical path as s2[1].
- The startpoint identified for the worst register-to-register timing path is counter[0]$_DFF_PP0_.
- The run gives the kind of critical path as input pin to output port.

Final layout:
- The run gives the final instance area as 1090 um^2.
- The registers reported with the highest flop counts are counter x18.
- The library cell used most frequently in the layout, excluding fill and tap cells, is sky130_fd_sc_hd__dfrtp_1.
- Of the cells placed in the final design, the portion with a size suffix greater than 1 is 0.143.
- In the final layout, the multi-input gates occupy 337 um^2.
- The run puts the sequential cell area at 450 um^2.
- The run gives the number of fill cells as 494.
- The run gives the synthesis-to-finish area growth as 35.6%.
- The run gives the most flop-heavy register as counter.
- In the layout the commonest cells are sky130_fd_sc_hd__dfrtp_1, sky130_fd_sc_hd__clkdlybuf4s50_1, sky130_fd_sc_hd__xnor2_1, sky130_fd_sc_hd__xor2_1, sky130_fd_sc_hd__nand2_1.
- The run puts the flip-flop count of the largest register after layout at 18.

Global routing:
- The run puts the number of global-route vias before repair at 539.
- The run puts the pin count of the biggest net entering global routing at 19.
- The run gives the first-pass GRT wire length as 2660 um.
- Global routing put the most usage on met2.
- The run puts the number of antenna violations at the first check in global routing at 0.
- The run gives the met1 track demand over resource in global routing as 0.0484.
- The run puts the global-route congestion overflow total at 0.
- The run gives the global routing usage on met3 as 0.0117.
- For this run, the total global-route usage over all layers was measured as 0.0384.
- The run puts the global-route track usage on met2 at 0.0660.

Floorplanning:
- The run gives the number of primary I/O pins as 16.
- The run puts the floorplan core area at 4720 um^2.
- The run gives the fraction of the core area occupied by cells at floorplan as 0.170.
- The floorplan step defined a die boundary enclosing 8100 um^2.
- The run gives the die height as 90 um.
- The run puts the row count at 25.
- The run gives the die boundary width as 90 um.

Route:
- The run gives the final routed DRC violation total as 0.
- The run puts the final antenna diode count at 0.
- For this block, the initial DRC count from the detailed router was 5.
- The run puts the routed length per placed instance at 9.67 um.
- The run puts the total number of vias at 513.
- The run puts the number of iterations in the first detailed-routing pass at 3.
- For this run, the detailed router reports a per-instance via density of 3.40.
- The run gives the final wirelength as 1460 um.
- The run gives the antenna violation net count after detailed routing as 0.

CTS:
- TritonCTS built the clock tree.
- Looking at the post-CTS report, the setup buffer insertion count equals 0.
- Gates resized during post-CTS repair numbered 0.
- The run puts the post-cts hold-fix buffer tally at 0.
- The run puts the maximum clock insertion buffer count at 2.
- For reference, the clock transition at the flip-flops on the worst setup and hold paths is 0.06 ns.
- The run gives the later-pin clock latency in the skew report as 0.25 ns.
- The run gives the clock sink count as 18.
- Looking at the clock tree report, the root buffer type is sky130_fd_sc_hd__clkbuf_8.
- The run gives the deepest level of the CTS H-tree as 1.
- The run gives the number of buffers created by CTS as 3.

Run status:
- The flow ran to the end, and the final reports show no timing, DRC or antenna violations.

Synthesis:
- The run gives the cell count after synthesis as 66.
- The run puts the post-synthesis sequential element count at 18.
- According to the Yosys statistics, the synthesized design has a chip area of 802 um^2.
- The run gives the count of different cell masters after synthesis as 16.
- The run puts the yosys synthesis warning count at 2.
- In this run the cell area of the synthesized design comes to 802 um^2.
- The run gives the average cell area after synthesis as 12.2 um^2.
- Of the synthesized area, sequential elements account for 0.562.
- The run gives the number of cells in the yosys synthesis report as 66.

Power and ir drop:
- The run puts the ratio of total power to cell area at 485 nW/um^2.
- In this run the static leakage power is 0.477 nW.
- The completed layout was analyzed and its total power is 0.527 mW.
- The run puts the highest ir drop seen on vdd at 479 uV.

Min path:
- Checking hold timing, the worst path is listed with class flop to flop.
- The run gives the start point of the worst hold path as counter[14]$_DFF_PP0_.

Placement:
- The run gives the post-detailed-placement half-perimeter wirelength as 1160 um.
- Detailed placement reports a standard cell area of 1030 um^2.
- The run puts the global placement routability congestion at 0.712.
- The run gives the number of buffer cells added on primary ports as 15.

Flow run:
- The number of maximum-capacitance violations recorded for the run is 0.
- The run gives the number of warnings in the stage logs as 25.
kinds of logic after synthesis:
family                     Yosys count  synth area share
muxes                                4            0.0562
DFF                                 18             0.562
and+or+nand+nor                     23             0.173
xor gates and xnor gates            16             0.175
adders and majority gates            1            0.0156
buffers and inverters                4            0.0187
path summary, 6_finish.rpt:
path                                              end  slack (ns)  cells past startpoint
worst max-delay path                         sshow[1]        0.49                      3
worst min-delay path            counter[14]$_DFF_PP0_        0.46                      1
worst max register to register  counter[12]$_DFF_PP0_        1.16                      5
worst min register to register  counter[14]$_DFF_PP0_        0.46                      1
max in group asynchronous        counter[3]$_DFF_PP0_        1.52                      2
min in group asynchronous        counter[4]$_DFF_PP0_        0.66                      2
area by class of cell:
type	count	area share
flip-flops and latches	18	0.414
multi-input cells	44	0.310
repair buffers	15	0.138
well taps	67	0.0771
clock buffers	4	0.0506
inverters	3	0.0104
cells in the mapped netlist:
| library cell | instances | area [um^2] |
|---|---|---|
| sky130_fd_sc_hd__xnor2_1 | 8 | 70.1 |
| sky130_fd_sc_hd__nand3_1 | 4 | 20.0 |
| sky130_fd_sc_hd__nand3_2 | 1 | 10.0 |
| sky130_fd_sc_hd__nand4_1 | 1 | 6.26 |
| sky130_fd_sc_hd__nand2_1 | 6 | 22.5 |
| sky130_fd_sc_hd__and4_1 | 2 | 17.5 |
| sky130_fd_sc_hd__nand4_2 | 1 | 12.5 |
| sky130_fd_sc_hd__and3_1 | 3 | 18.8 |
| sky130_fd_sc_hd__clkbuf_1 | 1 | 3.75 |
| sky130_fd_sc_hd__ha_1 | 1 | 12.5 |
| sky130_fd_sc_hd__xor2_1 | 8 | 70.1 |
| sky130_fd_sc_hd__inv_1 | 3 | 11.3 |
| sky130_fd_sc_hd__nor3_2 | 2 | 20.0 |
| sky130_fd_sc_hd__nor2_1 | 3 | 11.3 |
| sky130_fd_sc_hd__mux2_2 | 4 | 45.0 |
| sky130_fd_sc_hd__dfrtp_1 | 18 | 450 |
worst max-delay path, cell delays in order:
cell and delay [ns]:
sky130_fd_sc_hd__clkdlybuf4s50_1 0.40, sky130_fd_sc_hd__mux2_2 0.26, sky130_fd_sc_hd__clkdlybuf4s50_1 0.42
where the power goes:
part           switching (mW)  total [mW]  leakage (nW)  internal [mW]
logic                 0.00781      0.0268         0.206         0.0190
clock network          0.0858       0.220        0.0288          0.134
registers                   0       0.280         0.242          0.280
per-stage QoR:
stage,hold slack [ns],instances,utilization,setup WS [ns]
2_1_floorplan,0.434,66,-,1.22
3_3_place_gp,0.448,147,0.219,0.489
3_5_place_dp,0.451,147,0.219,0.480
4_1_cts,0.464,151,0.230,0.478
5_1_grt,0.482,151,0.230,0.446
6_report,0.462,151,0.230,0.487
routing by layer:
metal	vias to the layer above	routed length, um
met1	252	606
met3	2	45
met4	0	12
met2	3	795
li1	256	-
met5	-	0
Power figures rest on the tool's default switching activity, not on a simulated workload.
